[design.v]
module vga_controller #(
   parameter h_pixels   = 640,    
   parameter h_fp       = 16,     
   parameter h_pulse    = 96,     
   parameter h_bp       = 48,     
   parameter h_pol      = 1'b0,   
   parameter v_pixels   = 480,    
   parameter v_fp       = 10,     
   parameter v_pulse    = 2,      
   parameter v_bp       = 33,     
   parameter v_pol      = 1'b0    
)( input pixel_clk,            
   input reset_n,              
   output reg h_sync,          
   output reg v_sync,          
   output reg disp_ena,        
   output reg [31:0] column,   
   output reg [31:0] row       
   );
   localparam h_period = h_pulse + h_bp + h_pixels + h_fp;
   localparam v_period = v_pulse + v_bp + v_pixels + v_fp;
   reg [$clog2(h_period)-1:0] h_count;
   reg [$clog2(v_period)-1:0] v_count;
   always @(posedge pixel_clk) begin
      if (reset_n == 1'b0) begin
         h_count  <= 0;
         v_count  <= 0;
         h_sync   <= ~ h_pol;
         v_sync   <= ~ v_pol;
         disp_ena <= 1'b0;
         column   <= 0;
         row      <= 0;
      end else begin
         if (h_count < h_period - 1) begin
            h_count <= h_count + 1;
         end else begin
            h_count <= 0;
            if (v_count < v_period - 1) begin
               v_count <= v_count + 1;
            end else begin
               v_count <= 0;
            end
         end
         if ( (h_count < h_pixels + h_fp) || (h_count > h_pixels + h_fp + h_pulse) ) begin
            h_sync <= ~ h_pol;
         end else begin
            h_sync <= h_pol;
         end
         if ( (v_count < v_pixels + v_fp) || (v_count > v_pixels + v_fp + v_pulse) ) begin
            v_sync <= ~ v_pol;
         end else begin
            v_sync <= v_pol;
         end
         if (h_count < h_pixels) begin
            column <= h_count;
         end
         if (v_count < v_pixels) begin
            row <= v_count;
         end
         if (h_count < h_pixels && v_count < v_pixels) begin
            disp_ena <= 1'b1;
         end else begin
            disp_ena <= 1'b0;
         end
      end
   end
endmodule
[run.sh]
#!/bin/bash
# OpenROAD 26Q1-2900-gdf79404cd8, Yosys 0.63+post, stock flow scripts
make -C /OpenROAD-flow-scripts/flow DESIGN_CONFIG=/design/flow/config.mk WORK_HOME=/design/flow/orfs finish
[config.mk]
export PLATFORM = sky130hd
export DESIGN_NAME = vga_controller
export DESIGN_NICKNAME = vga_controller
export VERILOG_FILES = /design/flow/design.v
export SDC_FILE = /design/flow/constraint.sdc
export NUM_CORES = 4
export LEC_CHECK = 1
export CORE_AREA = 10 10 109 109
export DIE_AREA = 0 0 119 119
[constraint.sdc]
current_design vga_controller

set clk_period 4.5
set clk_io_pct 0.2

create_clock -name clk0 -period $clk_period [get_ports {pixel_clk}]

set non_clock_inputs [all_inputs -no_clocks]
set_input_delay [expr $clk_period * $clk_io_pct] -clock clk0 $non_clock_inputs
set_output_delay [expr $clk_period * $clk_io_pct] -clock clk0 [all_outputs]
==> impl_metrics.ini <==
; implementation run metrics
[floorplan]
die_y_um = 119
fp-utilization = 0.238
die_area_sq_um = 14200
fp.dieW_um = 119
io_pins = 69
core_area_sq_um = 9640
row_count = 36

[placed_design]
dpl_cell_area_sq_um = 2470
gp_congestion = 0.784
io_buffers = 24
dpl.cell_count = 386
hpwlAfterDp_um = 3470

[detailed_routing]
drc = 0
antenna_left = 0
first_pass_iters = 4
wl_per_cell_um = 11.8
n_antenna_cell = 0
routed_wl_um = 4650
via_count = 1501
drt_iter0_drc = 88
routed_via_density = 3.81

[yosys]
syn_area_per_cell_sq_um = 9.52
synth_cell_type_count = 44
yosysCellCount = 241
yosys_warnings = 1
synth_cells = 241
syn_area_sq_um = 2290
largest_area_cell = dfxtp_1
ys_top_cells_by_area = dfxtp_1 38%, buf_4 15%, mux2i_1 5.2%
synth_seq_share = 0.375
synthFlopType = dfxtp_1
synth_top_cell_by_count = buf_4
synth-edff-count = 0
async_flop_share = 0
ys_chip_area_sq_um = 2290
common_cells = 47 x buf_4, 43 x dfxtp_1, 18 x nor2b_1
yosysTopAreaCellShare = 0.375
synth_flops = 43

[run]
warning_count = 27
drv_cap = 0

[clock_network]
cts.sinks = 43
postCtsSetupBuffers = 0
cts_buffers = 5
clk_path_buf_depth = 2
ctsHoldBuffers = 0
htreeDepth = 2
clock_latency_ns = 0.29
cts_tree = yes
cts.clk_slew.worst_paths_ns = 0.08
cts-resized-gates = 0
cts_root_buf = clkbuf_8

[min_path]
holdPathEnd = row[9]
min_from = row[9]
hp-class = reg2reg
holdPathStages = 2

[sta]
skew_ns = 0.00301
final.setup.tns_ns = 0
rsz0062_at_grt = no
min_period_over_period = 0.599
finalHoldViolations = 0
report.final.slew_viol_count = 0
slew_headroom = 0.654
setup_violations = 0
tightest_slew_ns = 0.518
period_needed_ns = 2.70
fmax_ghz = 0.371
hold_ws_ns = 0.440

[outcome]
status = completed

[finish]
fin_area_sq_um = 2550
stdcell_count = 394
area_growth_pct = 11.2
drive_gt1_frac = 0.0920

[power_and_ir_drop]
max-vdd-ir-drop_uv = 119
power.share.clock = 0.341
switchingPower_mw = 0.170
p_seq_frac = 0.588
combPwrFrac = 0.071
p_int_mw = 0.529
p_leak_nw = 1.05
p_sw_frac = 0.243
power_density_nw_per_um2 = 274

[grt]
grt_pass1_wl_um = 7590
gr-usage-all-layers = 0.0625
grt_max_degree = 16
grt_pass1_vias = 1543
grt.overflow.total = 0
grt_antenna_before_repair = 0

[setup_path]
critPathMaxFanout = 15
r2r-end = v_count[3]
worstSetupStartpointType = input pin
crit_family = buffers and inverters
worstSetupEndpointType = flip-flop
path_cells = clkdlybuf4s50_1 > buf_4 > nor4b_2 > a22oi_4 > o21ai_0 > a22o_1
rrSetupSlack_ns = 2.67
worst_ep_arrival_time_ns = 2.89
max_stage_delay_ns = 0.65
path_buffers = 2
crit_type = in2reg
critPathSlowestCell = clkdlybuf4s50_1
reg2reg_from = h_count[0]
required_ns = 4.69
reg2reg_depth = 5
==> cell families after synthesis <==
kind of cell | synth area share
other | 0.00164
AND/OR/NAND/NOR | 0.201
XOR/XNOR | 0.0267
flip-flops | 0.375
buffers and inverters | 0.187
multiplexers | 0.0524
adder cells (fa/ha/maj) | 0.0218
AND-OR/OR-AND | 0.134
==> layout make-up <==
type	count	area (sq um)
clock inverters	1	5.00
inverters	6	22.5
flip-flops and latches	43	861
multi-input cells	178	1160
well taps	133	166
clock buffers	7	76.3
repair buffers	26	255
fillers	1057	7090
==> worst max-delay path by stage <==
stage     slack (ns)          to  cells after the start  startpoint
6_report        1.80  v_count[3]                      6     reset_n
5_1_grt         1.67  v_count[3]                      6     reset_n
4_1_cts         1.81  v_count[3]                      6     reset_n
==> sequential cells by signal, indices dropped and copies added (netlist names) <==
| register | flops |
|---|---|
| column | 10 |
| disp_ena | 1 |
| v_sync | 1 |
| h_count | 10 |
| row | 10 |
| h_sync | 1 |
| v_count | 10 |
==> power groups by stage <==
stage | combinational [mW] | sequential (mW) | clock, mW
CTS | 0.0523 | 0.411 | 0.246
finish | 0.0499 | 0.411 | 0.238
global route | 0.0592 | 0.414 | 0.260
==> cell usage in the layout (no fill, tap or decap), types with 2 or more instances in the layout <==
master	netlist	layout
nand2_1	11	11
a21o_1	2	2
nand4_1	3	3
buf_4	47	2
dfxtp_1	43	43
nor2_1	16	16
or3_1	2	2
o21ai_0	10	10
inv_1	6	6
xor2_1	3	3
and4_1	4	4
a22o_1	4	4
a32o_1	2	2
mux2i_1	12	12
and3_1	4	4
ha_1	4	4
nand3_1	5	5
xnor2_1	4	4
clkdlybuf4s50_1	0	24
a21oi_1	6	6
clkbuf_1	2	2
a211oi_1	2	2
conb_1	1	44
o221a_2	4	4
clkbuf_8	0	5
nor4b_2	2	2
nor2b_1	18	18
==> worst reg2reg max path, cell delays in order, from the launching register on <==
cell and delay, ns:
dfxtp_1 0.42, ha_1 0.28, nand4_4 0.19, a22oi_4 0.40, o21ai_0 0.19, a22o_1 0.26
==> routing by layer <==
layer | track usage | up-vias | share of wire
li1 | - | 772 | -
met1 | 0.0886 | 676 | 0.51
met2 | 0.0954 | 48 | 0.42
met3 | 0.0173 | 5 | 0.050
met4 | 0.00916 | 0 | 0.017
met5 | 0 | - | 0
==> per-stage QoR <==
| step | worst slack [ns] | total power, mW | util |
|---|---|---|---|
| floorplan | 2.58 | 0.478 | - |
| detailed placement | 1.52 | 0.472 | 0.256 |
| global route | 1.67 | 0.734 | 0.265 |
| global placement | 1.55 | 0.472 | 0.256 |
| CTS | 1.81 | 0.710 | 0.265 |
| finish | 1.80 | 0.699 | 0.265 |
Power figures rest on the tool's default switching activity, not on a simulated workload.
